==> design.v <==
module my_first_fpga (pushkey, sevenseg, ledr);
input [2:0] pushkey;
output reg[8:0] sevenseg;
output reg[9:0] ledr;
integer num=0;
integer num2=0;
integer num1=0;
integer num3 = 1;
assign enter_n= pushkey[0];
assign exit_n = pushkey[1];
assign reset_n = pushkey[2];
always@(negedge enter_n ) begin
 if(!enter_n) begin
     num1=num1+1;
  end
end 
always@(negedge exit_n ) begin
 if(!exit_n) begin
     num2=num2+1;
  end
end 
always@(posedge reset_n) begin
	if(reset_n) begin
	num3 = 0;
	end
end
always @* begin
	num=(num1-num2)*num3;	
   if(num<0) num=0;
   if(num>10) num=10;	
	if(num == 0) begin
		sevenseg[0] = 0;
		sevenseg[1]=0;
		sevenseg[2]=0;
		sevenseg[3]=0;
		sevenseg[4]=0;
		sevenseg[5]=0;
		sevenseg[6]=1;
		sevenseg[7]=1;
		sevenseg[8]=1;
		ledr[0]=0;
		ledr[1]=0;
		ledr[2]=0;
		ledr[3]=0;
		ledr[4]=0;
		ledr[5]=0;
		ledr[6]=0;
		ledr[7]=0;
		ledr[8]=0;
		ledr[9]=0;
	end else if (num == 1) begin
		sevenseg[1]=0;
		sevenseg[2]=0;
		sevenseg[0] =1;
		sevenseg[3]=1;
		sevenseg[4]=1;
		sevenseg[5]=1;
		sevenseg[6]=1;
		sevenseg[7]=1;
		sevenseg[8]=1;
		ledr[0]=0;
		ledr[1]=0;
		ledr[2]=0;
		ledr[3]=0;
		ledr[4]=0;
		ledr[5]=0;
		ledr[6]=0;
		ledr[7]=0;
		ledr[8]=0;
		ledr[9]=0;
	end else if (num == 2) begin
		sevenseg[0]=0;
		sevenseg[1]=0;
		sevenseg[3]=0;
		sevenseg[4]=0;
		sevenseg[6]=0;
		sevenseg[2]=1;
		sevenseg[5]=1;
		sevenseg[7]=1;
		sevenseg[8]=1;
		ledr[0]=0;
		ledr[1]=0;
		ledr[2]=0;
		ledr[3]=0;
		ledr[4]=0;
		ledr[5]=0;
		ledr[6]=0;
		ledr[7]=0;
		ledr[8]=0;
		ledr[9]=0;
	end else if (num == 3) begin
		sevenseg[0]=0;
		sevenseg[1]=0;
		sevenseg[2]=0;
		sevenseg[3]=0;
		sevenseg[4]=1;
		sevenseg[5]=1;
		sevenseg[6]=0;
		sevenseg[7]=1;
		sevenseg[8]=1;
		ledr[0]=0;
		ledr[1]=0;
		ledr[2]=0;
		ledr[3]=0;
		ledr[4]=0;
		ledr[5]=0;
		ledr[6]=0;
		ledr[7]=0;
		ledr[8]=0;
		ledr[9]=0;
	end else if (num == 4) begin
		sevenseg[0]=1;
		sevenseg[1]=0;
		sevenseg[2]=0;
		sevenseg[3]=1;
		sevenseg[4]=1;
		sevenseg[5]=0;
		sevenseg[6]=0;
		sevenseg[7]=1;
		sevenseg[8]=1;
		ledr[0]=0;
		ledr[1]=0;
		ledr[2]=0;
		ledr[3]=0;
		ledr[4]=0;
		ledr[5]=0;
		ledr[6]=0;
		ledr[7]=0;
		ledr[8]=0;
		ledr[9]=0;
	end else if (num == 5) begin
		sevenseg[0]=0;
		sevenseg[1]=1;
		sevenseg[2]=0;
		sevenseg[3]=0;
		sevenseg[4]=1;
		sevenseg[5]=0;
		sevenseg[6]=0;
		sevenseg[7]=1;
		sevenseg[8]=1;
		ledr[0]=0;
		ledr[1]=0;
		ledr[2]=0;
		ledr[3]=0;
		ledr[4]=0;
		ledr[5]=0;
		ledr[6]=0;
		ledr[7]=0;
		ledr[8]=0;
		ledr[9]=0;
	end else if (num == 6) begin
		sevenseg[0]=0;
		sevenseg[1]=1;
		sevenseg[2]=0;
		sevenseg[3]=0;
		sevenseg[4]=0;
		sevenseg[5]=0;
		sevenseg[6]=0;
		sevenseg[7]=1;
		sevenseg[8]=1;
		ledr[0]=0;
		ledr[1]=0;
		ledr[2]=0;
		ledr[3]=0;
		ledr[4]=0;
		ledr[5]=0;
		ledr[6]=0;
		ledr[7]=0;
		ledr[8]=0;
		ledr[9]=0;
	end else if (num == 7) begin
		sevenseg[0]=0;
		sevenseg[1]=0;
		sevenseg[2]=0;
		sevenseg[3]=1;
		sevenseg[4]=1;
		sevenseg[5]=0;
		sevenseg[6]=1;
		sevenseg[7]=1;
		sevenseg[8]=1;
		ledr[0]=0;
		ledr[1]=0;
		ledr[2]=0;
		ledr[3]=0;
		ledr[4]=0;
		ledr[5]=0;
		ledr[6]=0;
		ledr[7]=0;
		ledr[8]=0;
		ledr[9]=0;
	end else if (num == 8) begin
		sevenseg[0]=0;
		sevenseg[1]=0;
		sevenseg[2]=0;
		sevenseg[3]=0;
		sevenseg[4]=0;
		sevenseg[5]=0;
		sevenseg[6]=0;
		sevenseg[7]=1;
		sevenseg[8]=1;
		ledr[0]=0;
		ledr[1]=0;
		ledr[2]=0;
		ledr[3]=0;
		ledr[4]=0;
		ledr[5]=0;
		ledr[6]=0;
		ledr[7]=0;
		ledr[8]=0;
		ledr[9]=0;
	end else if (num == 9) begin
	sevenseg[0]=0;
	sevenseg[1]=0;
	sevenseg[2]=0;
	sevenseg[3]=0;
	sevenseg[4]=1;
	sevenseg[5]=0;
	sevenseg[6]=0;
	sevenseg[7]=1;
		sevenseg[8]=1;
		ledr[0]=0;
		ledr[1]=0;
		ledr[2]=0;
		ledr[3]=0;
		ledr[4]=0;
		ledr[5]=0;
		ledr[6]=0;
		ledr[7]=0;
		ledr[8]=0;
		ledr[9]=0;
		end else if(num == 10) begin
		sevenseg[0] = 0;
		sevenseg[1]=0;
		sevenseg[2]=0;
		sevenseg[3]=0;
		sevenseg[4]=0;
		sevenseg[5]=0;
		sevenseg[6]=1;
		sevenseg[7]=0;
		sevenseg[8]=0;
		ledr[0]=1;
		ledr[1]=1;
		ledr[2]=1;
		ledr[3]=1;
		ledr[4]=1;
		ledr[5]=1;
		ledr[6]=1;
		ledr[7]=1;
		ledr[8]=1;
		ledr[9]=1;
	end
end
endmodule
==> run.sh <==
#!/bin/bash
# OpenROAD 26Q1-2900-gdf79404cd8, Yosys 0.63+post, stock flow scripts
make -C /OpenROAD-flow-scripts/flow DESIGN_CONFIG=/design/flow/config.mk WORK_HOME=/design/flow/orfs finish
==> config.mk <==
export PLATFORM = sky130hd
export DESIGN_NAME = my_first_fpga
export DESIGN_NICKNAME = my_first_fpga
export VERILOG_FILES = /design/flow/design.v
export SDC_FILE = /design/flow/constraint.sdc
export NUM_CORES = 4
export LEC_CHECK = 1
export CORE_UTILIZATION = 50
==> constraint.sdc <==
current_design my_first_fpga

set clk_period 21.1
set clk_io_pct 0.2

create_clock -name clk0 -period $clk_period [get_ports {pushkey}]

set non_clock_inputs [all_inputs -no_clocks]
set_input_delay [expr $clk_period * $clk_io_pct] -clock clk0 $non_clock_inputs
set_output_delay [expr $clk_period * $clk_io_pct] -clock clk0 [all_outputs]
==> run_results.csv <==
group,metric,value,unit
pwr,fin_total_pwr,245,uW
cells_and_area,area_growth_syn_to_layout,11.9,%
flow_run,warnings,159,
synth,edf_count,0,
synth,largest_area_cell,"dfxtp_1",
global_route,grt_pass1_vias,4015,
synth,synthArstFlopShare,0,%
synth,ys_cells,589,
route,ant_nets,0,
route,route.detailed.drc,0,
global_route,grt_pass1_wl,17700,um
synth,ys_sh_mux,0.872,%
pwr,leakage,2.34,nW
flow_run,max-cap-violations,0,
die,fp_util,52.3,%
synth,syn-cell-area,0.00488,mm^2
synth,yosysChipArea,0.00488,mm^2
placed_design,gp_congestion,0.883,
synth,synth_warnings,4,
worst_setup_path,crit_fanout,9,
route,wire_per_inst,13.1,um
sta,relSlewSlack,54.7,%
die,dieArea,0.0102,mm^2
synth,synth_top_area_share,26.7,%
pwr,power_density,44.9,mW/mm^2
synth,syn_inst,589,
route,drtIter0Drc,140,
pwr,peakVddDrop,27.9,uV
sta,hold_viol,0,
synth,synth_cell_types,70,
placed_design,port-buffer-count,19,
worst_setup_path,crit_arrival,15.34,ns
synth,synth_flops,74,
global_route,grt_usage,22.1,%
worst_hold_path,worst_hold_path_type,"reg -> reg",
sta,finalSetupTns,0,ns
die,die_w,101,um
sta,untimed_endpoints,9,
global_route,antenna_found_initial,0,
worst_setup_path,crit_start,"num2[0]$_DFF_N_",
outcome,status,"finished clean",
global_route,grt-ovfl-total,0,
synth,synth_area_per_cell,8.28,um^2
worst_setup_path,critPathLaunchType,"flop",
placed_design,place_area,0.00506,mm^2
route,n_antenna_cell,0,
die,dieHeight,101,um
cells_and_area,drive_above_1_share,4.95,%
synth,common_cells,"dfxtp_1, xnor2_1, nand2_1",
die,io_pins,22,
worst_setup_path,critPathKind,"reg -> out",
clocking,hold_buffers,0,
cells_and_area,fin_area,0.00546,mm^2
clocking,clock_latency,0.32,ns
sta,setup_ws,1.54,ns
clocking,post_cts_resized,0,
route,drt-total-wl,10400,um
route,vias,4213,
worst_setup_path,r2r_start,"num2[2]$_DFF_N_",
sta,drv_slew,0,
clocking,clk_pin_slew,0.04,ns
synth,synth.comb.largest_family,"simple AND/OR/NAND/NOR gates",
global_route,grt_max_degree,13,
sta,clock-skew-final,0.0157,ns
die,coreArea,0.00933,mm^2
worst_setup_path,end_kind,"output pin",
synth,synthXorXnorAreaFrac,14.7,%
synth,yosysMostFrequentCell,"dfxtp_1",
clocking,post_cts_buffers,0,
sta,setup_viol,0,
worst_setup_path,cp.required,16.88,ns
placed_design,pre_cts_ws,1.81,ns
sta,rsz0062_at_grt,"false",
route,via_per_inst,5.30,
placed_design,hpwl,8000,um
synth,adder_share,8.88,%
die,rows,35,
sta,unclocked_pins,9,
synth,ys_sh_simple,21.6,%
synth,synth-main-ff-cell,"dfxtp_1",
synth,ys_sh_aoi,16.9,%
synth,area_leaders,"dfxtp_1, xnor2_1, ha_1",
route,dr.pass1.iters,4,
worst_hold_path,min_from,"num2[16]$_DFF_N_",
clocking,cts_tree,"done",
sta,worstMarginPinSlew,0.677,ns
## kinds of logic after synthesis
family,count (synthesis)
latches,9
fa+ha+maj,34
compound gates,121
simple gates,202
buf+inv,71
mux,4
other cells,1
xor+xnor,82
flops,65
## cell usage in the layout, fill, tap and decap left out, drive strengths merged, types with 4 or more instances in the layout
master	count
a21boi	5
a21o	14
a21oi	37
and2	4
and3	20
and4	6
clkbuf	10
clkdlybuf4s50	19
clkinvlp	4
conb	10
dfxtp	65
dlxtn	9
ha	33
inv	106
nand2	47
nand2b	5
nand3	32
nand4	21
nor2	23
nor2b	5
nor3	23
nor4	6
o211ai	4
o21a	6
o21ai	21
or3	6
xnor2	62
xor2	20
## worst max-delay path, stage by stage (launching register included)
cell and delay (ns):
dfxtp_1 0.44, ha_1 0.20, inv_1 0.05, fa_1 0.43
a21o_1 0.20, a221o_2 0.44, a21boi_2 0.16, xor2_1 0.19
o21ai_0 0.11, nor4_1 0.28, nand3_1 0.10, or4_1 0.70
o311ai_1 0.33, dlxtn_1 0.38, clkdlybuf4s50_1 0.46
## layer usage
layer / vias up / global-route usage, % / wire length (um)
li1: 2222 / - / -
met1: 1899 / 31.6 / 5240
met2: 75 / 31.6 / 4420
met3: 17 / 6.98 / 527
met4: 0 / 8.81 / 184
met5: - / 0 / 0
## power by group
part | internal (mW) | leakage (nW) | switching (mW)
clock network | 0.0603 | 0.418 | 0.0579
logic | 0.000966 | 1.33 | 0.000668
registers | 0.125 | 0.597 | 0.000185
## through the flow
stage          utilization [%]  hold slack [ns]  std cells
5_1_grt                   58.5            0.474        795
3_5_place_dp              54.2            0.452        718
6_report                  58.5            0.454        795
3_3_place_gp              54.2            0.450        718
2_1_floorplan                -            0.406        598
4_1_cts                   58.5            0.458        795
## registers in the layout (all words and copies together), names as in the netlist
name,flops
num3,1
sevenseg,8
num1,32
ledr,1
num2,32
## cell type report
type / instances / area [um^2]
clock inverters: 69 / 267
multi-input cells: 453 / 3110
flip-flops and latches: 74 / 1440
inverters: 41 / 154
repair buffers: 19 / 190
fillers: 846 / 3870
clock buffers: 10 / 138
well taps: 129 / 161
## final timing paths
path / cells after the start / slack (ns) / to
setup / recovery: 14 / 1.54 / sevenseg[7]
hold / removal: 1 / 0.45 / num2[16]$_DFF_N_
setup reg to reg: 9 / 18.38 / num2[31]$_DFF_N_
hold reg to reg: 1 / 0.45 / num2[16]$_DFF_N_
Power is estimated from default activity; no workload was simulated.
